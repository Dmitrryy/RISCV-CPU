**/design/flow/config.mk**
```make
export PLATFORM = sky130hd
export DESIGN_NAME = pipeline
export DESIGN_NICKNAME = pipeline
export VERILOG_FILES = /design/flow/design.v
export SDC_FILE = /design/flow/constraint.sdc
export NUM_CORES = 4
export LEC_CHECK = 1
export CORE_UTILIZATION = 30
export SYNTH_HDL_FRONTEND = slang
```
**/design/flow/constraint.sdc**
```tcl
current_design pipeline

set clk_period 4.2
set clk_io_pct 0.2

create_clock -name clk0 -period $clk_period [get_ports {clk}]

set non_clock_inputs [all_inputs -no_clocks]
set_input_delay [expr $clk_period * $clk_io_pct] -clock clk0 $non_clock_inputs
set_output_delay [expr $clk_period * $clk_io_pct] -clock clk0 [all_outputs]
```
**/design/flow/design.v**
```verilog
module reg_PC (
    input clk,
    input StallIF,
    input [31:0] NewPC,
    output [31:0] OutPC
);
reg [31:0] pc;
assign OutPC = pc;
always @(posedge clk) begin
    if (!StallIF)
        pc <= NewPC;
end
endmodule
module reg_ID (
    input clk,
    input StallID,
    input en,
    input [31:0] NewPC,
    input [31:0] NewInstr,
    output [31:0] OutPC,
    output [31:0] OutInstr
);
reg [31:0] saved_pc;
reg [31:0] decoded_instr;
assign OutPC = saved_pc;
assign OutInstr = decoded_instr;
always @(posedge clk) begin
    if (!StallID && en) begin
        saved_pc <= NewPC;
        decoded_instr <= NewInstr;
    end
end
endmodule
module reg_EX (
    input clk,
    input FlushE,
    input [31:0] NewDATA,
    output [31:0] OutDATA
);
reg [31:0] saved_ex;
assign OutDATA = saved_ex;
always @(posedge clk) begin
    if (!FlushE) begin
        saved_ex <= NewDATA;
    end else begin
        saved_ex <= 0;        
    end
end
endmodule
module reg_MEM (
    input clk,
    input [31:0] NewDATA,
    output [31:0] OutDATA
);
reg [31:0] saved_mem;
assign OutDATA = saved_mem;
always @(posedge clk) begin
    saved_mem <= NewDATA;
end
endmodule
module reg_WB (
    input clk,
    input [31:0] NewDATA,
    output [31:0] OutDATA
);
reg [31:0] saved_wb;
assign OutDATA = saved_wb;
always @(posedge clk) begin
    saved_wb <= NewDATA;
end
endmodule
module pipeline (
    input clk,
    input StallIF,
    input StallID,
    input EnableID,
    input FlushE,
    input [31:0] instr,
    output [31:0] pc_out
);
reg [31:0] pc;
wire [31:0] nextpc;
reg_PC fence_pc(clk, StallIF, pc + 4, nextpc);
wire [31:0] pc_id, instr_id;
reg_ID fence_id(clk, StallID, EnableID, nextpc, instr, pc_id, instr_id);
wire [31:0] pc_e;
reg_EX fence_ex(clk, FlushE, pc_id, pc_e);
wire [31:0] pc_mem;
reg_MEM fence_mem(clk, pc_e, pc_mem);
wire [31:0] pc_wb;
reg_WB fence_wb(clk, pc_mem, pc_wb);
assign pc_out = pc_wb;
always @(*) begin
     pc = nextpc;
end
endmodule
```
**/design/flow/run.sh**
```bash
#!/bin/bash
# OpenROAD 26Q1-2900-gdf79404cd8, Yosys 0.63+post, stock flow scripts
make -C /OpenROAD-flow-scripts/flow DESIGN_CONFIG=/design/flow/config.mk WORK_HOME=/design/flow/orfs finish
```
==> metrics.cfg <==
[cts]
clk_pin_slew_ps = 60
cts_buffers = 17
ctsHtreeMaxLevel = 4
tritoncts = built
post-cts-setup-buffers = 0
insertion_delay_ps = 400
numClockSinks = 150
root_buffer = clkbuf_16
post_cts_resized = 0
cts_hold_buf = 0
cts.path.max_buffers = 2

[global_routing]
grt_pass1_wl_um = 8783
grtUsageTotal = 0.07715
gr-total-overflow = 0
grt_pass1_vias = 1898
antenna_found_initial = 0
grt_start_max_net_pins = 31

[synth]
yosys_warnings = 0
common_cells = 90 x dfxtp_1, 60 x edfxtp_1, 31 x nor2b_1
yosysChipArea_sq_um = 4409
flop_cell = dfxtp_1
synth_area_per_cell_sq_um = 16.27
ys_ff = 150
synth_area_leader_cell = dfxtp_1
synth-edff-count = 60
synth_cell_types = 22
postSynth.asyncResetShare = 0
ys_cells = 271
yosysMostFrequentCell = dfxtp_1
synthesis.area_sq_um = 4409
syn_inst = 271
topCellsByArea = dfxtp_1 41%, edfxtp_1 41%, nor2b_1 4.4%
synth_seq_share = 0.8173
top_area_frac = 0.4086

[job]
cap_viol_max_count = 0
tool_warnings = 57

[pwr]
power.leakage_nw = 2.032
power_density_nw_per_um2 = 569.9
peakVddDrop_mv = 0.2454

[floorplan]
die_w_um = 123.2
ios = 69
dieArea_sq_um = 15190
die_y_um = 123.2
fp-utilization = 0.3128
rows = 43
core_area_sq_um = 14100

[final_timing]
drv_slew = 0
max_slew_margin = 0.6372
setup_viol = 0
max_slew.worst_pin.slew_ps = 541.2
fin_crit_ps = 2014
tns_ps = 0
grt_setup_unrepaired = no
fmax_ghz = 0.4966
fin_skew_ps = 7.132
finalClockPeriodUsage = 0.4795
hold_viol = 0

[placed_design]
dp_cells = 484
portBuffers = 34
place_hpwl_um = 3064
place.gp.congestion = 0.7426
dpl_cell_area_sq_um = 4977

[worst_setup_path]
cp_num_buf_inv = 1
cp_slowest_cell = clkdlybuf4s50_1
crit_type = reg -> out
crit_family = buffers and inverters
start_kind = flip-flop
worst_ep_arrival_time_ps = 1170
worstPathCellList = clkdlybuf4s50_1
crit_path_max_fanout = 1
critPathCaptureType = output port
crit_cells = 1
worst_path_largest_cell_delay_ps = 460
critical_path_required_ps = 3360
reg2reg_depth = 5

[cells_and_area]
instances_no_fill = 516
area_growth_pct = 26.82
layout-drive-gt1-share = 0.1369
fin_area_sq_um = 5592

[route]
firstDrtPassIters = 4
routedWlPerCell_um = 9.857
wl_um = 5086
avgViaCountPerCell = 3.859
antennaDiodeCount = 0
via_count = 1991
drc = 0
ant_nets = 0
first_iter_violations = 124

[run_status]
status = finished, final reports clean

[hold_path]
whs_path_depth = 0
hold_path_class = reg -> reg

metrics by stage:
stage	total power (W)	setup slack, ps	util	hold slack, ps
after floorplan	0.001684	1575	-	309.6
after global placement	0.001725	2093	0.3531	310.7
after detailed placement	0.001728	2071	0.3531	312.1
after CTS	0.003224	2153	0.3967	324.7
after global routing	0.003312	2113	0.3967	327.6
final	0.003187	2186	0.3967	323.7
layout by cell type, fill, tap and decap left out, types with 3 or more instances in the layout:
master / count
dfxtp_1: 90
xnor2_1: 19
clkbuf_8: 4
clkbuf_16: 19
edfxtp_1: 60
nor2b_1: 30
nand4_1: 6
nand2_1: 6
nor2_1: 8
inv_4: 3
nand3_1: 15
inv_1: 5
clkdlybuf4s50_1: 34
buf_4: 3
nor3_2: 6
xor2_1: 9
cell families (layout without fill, tap and decap cells):
| kind of cell | after synthesis | after routing | share of synthesized area |
|---|---|---|---|
| buffers and inverters | 10 | 74 | 0.01021 |
| flip-flops | 150 | 150 | 0.8173 |
| XOR/XNOR | 28 | 28 | 0.05562 |
| AND/OR/NAND/NOR | 81 | 81 | 0.1132 |
| adder cells (fa/ha/maj) | 1 | 1 | 0.002837 |
| other | 1 | 2 | 0.0008505 |
power breakdown:
| group | internal [W] | switching [W] |
|---|---|---|
| Sequential | 0.00159 | 0.0000316 |
| Combinational | 0.0000434 | 0.0000308 |
| Clock | 0.000953 | 0.000538 |
| Total | 0.00259 | 0.000600 |
path summary, 6_finish.rpt:
kind	from	to	slack [ps]
max	fence_wb.OutDATA[26]	pc_out[26]	2190
min	fence_mem.OutDATA[21]	fence_wb.OutDATA[21]	320
max reg2reg	fence_pc.OutPC[2]	fence_pc.OutPC[28]	2280
min reg2reg	fence_mem.OutDATA[21]	fence_wb.OutDATA[21]	320
cell type report:
type | count | area (sq um)
tap | 180 | 225.2
multi-input combinational | 112 | 767.0
clock buffer | 24 | 534.3
timing repair buffer | 37 | 362.8
sequential | 150 | 3603
fill | 1260 | 8504
inverter | 5 | 18.77
clock inverter | 8 | 80.08
metal layers:
layer,global-route usage,part of all wire,vias to the layer above
met2,0.1107,0.45,56
met5,0,0,-
li1,-,-,1027
met4,0.02033,0.018,0
met1,0.1083,0.46,902
met3,0.03766,0.064,6
flip-flops by register name, summed over array words and instances, names as in the netlist:
| name | flops |
|---|---|
| fence_ex.OutDATA | 30 |
| fence_wb.OutDATA | 30 |
| fence_id.OutPC | 30 |
| fence_mem.OutDATA | 30 |
| fence_pc.OutPC | 30 |
Power and IR drop assume default switching activity.
